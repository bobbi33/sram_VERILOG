`flow/run.sh`:
```
#!/bin/bash
# OpenROAD 26Q1-2900-gdf79404cd8, Yosys 0.63+post, stock flow scripts
make -C /OpenROAD-flow-scripts/flow DESIGN_CONFIG=/design/flow/config.mk WORK_HOME=/design/flow/orfs finish
```
`flow/config.mk`:
```
export PLATFORM = sky130hd
export DESIGN_NAME = seven_seg_top
export DESIGN_NICKNAME = seven_seg_top
export VERILOG_FILES = /design/flow/design.v
export SDC_FILE = /design/flow/constraint.sdc
export NUM_CORES = 4
export LEC_CHECK = 1
export CORE_AREA = 10 10 107 107
export DIE_AREA = 0 0 117 117
```
`flow/constraint.sdc`:
```
current_design seven_seg_top

set clk_period 3.0
set clk_io_pct 0.2

create_clock -name clk0 -period $clk_period [get_ports {clk}]

set non_clock_inputs [all_inputs -no_clocks]
set_input_delay [expr $clk_period * $clk_io_pct] -clock clk0 $non_clock_inputs
set_output_delay [expr $clk_period * $clk_io_pct] -clock clk0 [all_outputs]
```
`flow/design.v`:
```
`timescale 1ns / 1ps
module seven_seg_decoder(
		input [3:0] data_in,
		output [7:0] data_out
    );
	 assign data_out = (data_in == 4'b0000) ? 8'b00000011 : 
							 (data_in == 4'b0001) ? 8'b10011111 :
							 (data_in == 4'b0010) ? 8'b00100101 :
							 (data_in == 4'b0011) ? 8'b00001101 :
							 (data_in == 4'b0100) ? 8'b10011001 :
							 (data_in == 4'b0101) ? 8'b01001001 :
							 (data_in == 4'b0110) ? 8'b01000001 :
							 (data_in == 4'b0111) ? 8'b00011111 :
							 (data_in == 4'b1000) ? 8'b00000001 :
							 (data_in == 4'b1001) ? 8'b00011001 :
							 (data_in == 4'b1010) ? 8'b00010001 :
							 (data_in == 4'b1011) ? 8'b11000001 :
							 (data_in == 4'b1100) ? 8'b01100011 :
							 (data_in == 4'b1101) ? 8'b10000101 :
							 (data_in == 4'b1110) ? 8'b01100001 :
							  8'b01110001;
endmodule
`timescale 1ns / 1ps
module seven_seg_top(
			input clk,			 
			input rst,
			input [15:0] data_in,
			output [7:0] seg,
			output reg [3:0] ctl
    );
		reg [12:0] count;
		reg clk_low;
		reg [1:0] choose;
		reg [3:0] din;
		seven_seg_decoder seg1 (
			.data_in(din), 
			.data_out(seg)
			);
		always@(posedge clk)
		begin
			if(rst)
			begin
				count <= 13'b0;
				clk_low <= 13'b0;
			end
			else 
			begin
				count <= count + 1'b1;
				if(count == 13'd5000)
				begin
					count <= 13'b0;
					clk_low <= ~clk_low;
				end
			end
		end
	always@(posedge clk_low)
	begin
		if(rst)
			choose <= 2'b0;
		else
		begin 
			choose <= choose + 1'b1;
		end
	end
	always@(choose,data_in)
	begin
		case(choose)
			2'b00 : begin ctl = 4'b0111; din = data_in[15:12]; end
			2'b01 : begin ctl = 4'b1011; din = data_in[11:8]; end
			2'b10 : begin ctl = 4'b1101; din = data_in[7:4]; end
			2'b11 : begin ctl = 4'b1110; din = data_in[3:0]; end
		endcase
	end
endmodule
```
==> changes_impl.md <==
### Physical design

- Clock Tree Root: clkbuf_8
- Syn Area/Cell: 8.41 µm²
- Final total power: 0.422 mW
- Crit-path cells: clkdlybuf4s50_1 -> a222oi_1 -> buf_4 -> mux2_4 -> o21ai_0 -> o21ai_0 -> clkdlybuf4s50_1
- H-tree depth: 1
- Clk latency late pin: 0.24 ns
- Met1 wire length: 1310 µm
- CP Max Fanout: 5
- # diodes: 0
- VDD IR max: 0.140 mV
- Clock Skew: 0.00462 ns
- Largest net degree at the start of global routing: 14
- Met3 WL: 367 µm
- CP max-delay cell: clkdlybuf4s50_1
- Dominant Register Cell: dfxtp_1
- Top Layout Cells: clkdlybuf4s50_1 (22), dfxtp_1 (16), nor2_1 (15)
- Buf/Inv on CP: 3
- First-pass GRT wire length: 4230 µm
- HP Class: reg -> reg
- Tool warnings: 31
- Commonest Layout Cell: clkdlybuf4s50_1
- P&R area growth vs syn: 52.9%
- Post-Synthesis Cells: 126
- Final Wtd Congestion: 0.830
- Async S/R FF share, synth: 0%
- Max cap viols: 0
- Final setup fails: 0
- First-pass DRT Iterations: 4
- Period minus WS final: 3.00 ns
- Grt total ovfl: 0
- Routed Antenna Nets: 0
- Wire length per cell: 9.70 µm
- Cts bufs inserted: 3
- Final worst setup slack: 0.00246 ns
- Die Area: 13700 µm²
- Status: finished, final reports clean
- CTS tree: done
- # Cells Yosys: 126
- Initial antenna violation count: 0
- Via density: 3.82
- # port buffers: 28
- Met2 Routed Length: 994 µm
- CP max stage delay: 0.49 ns
- Core box area: 9200 µm²
- Tot GR Track Use: 3.62%
- Crit path arrival time: 2.40 ns
- Fmax: 334 MHz
- Remaining DRCs: 0
- Placed cells: 267
- Die W: 117 µm
- CTS clk-pin slew, worst paths: 0.05 ns
- Yosys reg bits: 16
- Fin cells: 276
- Count of unclocked register or latch pins: 2
- Cell Type Count: 30
- Clock Tree Buf Depth: 2
- Post-DP HPWL: 1970 µm
- Setup Slack @ Placement: -0.143 ns
- Post-synthesis instance area: 1060 µm²
- CP endpoint kind: output port
- RSZ-0062 raised after global routing: yes
- Top Layer Used: met4
- Fin area: 1620 µm²
- TNS Setup: 0 ns
- Synth Warn #: 1
- Final hold violations: 0
- Count of flip-flops with a built-in enable after synthesis: 0
- Layout cell share with drive strength beyond 1: 13.9%
- Starting DRT DRC Count: 168
- Required time of the worst setup path: 2.40 ns
- PD cells: 260 nW/µm²
- Seq share, synth: 30.2%
- Placed inst area: 1490 µm²
- I/O pins: 30
- Height of the die: 117 µm
- Final slew viol count: 0
- Via count: 1054
- Final period util: 99.9%
- CP delay by family, top: buffers and inverters
- LEAKAGE: 0.649 nW
- Vias in the first global route: 921
- Final wirelength: 2680 µm
- Hold-fix buffers, CTS: 0
- Cell row count: 35
- Critical path type: in -> out
- Number of unconstrained endpoints: 6
- Critical Path Start Type: input pin
- Core Util at FP: 11.5%
- Chip Area, Yosys: 1060 µm²
final cells by class:
class,count,area (µm²)
repair buffers,37,348
clock buffers,3,41.3
multi-input cells,95,719
well taps,111,139
inverters,14,52.6
fillers,1005,7580
flip-flops and latches,16,320
timing repair:
action                                 4_1_cts  5_1_grt
buffers inserted                             4        1
resized                                      9        8
setup endpoints to repair                    7        4
gates cloned                                 1        0
pin swaps                                    3        2
endpoints found under the hold margin        0        0
cells in the mapped netlist (all sizes together), types with 2 or more instances:
cell	instances	area (µm²)
dfxtp	16	320
nor2	15	56.3
inv	14	52.6
nand4	12	75.1
xnor2	8	70.1
nand3	7	35.0
ha	6	75.1
xor2	6	52.6
mux2i	5	50.1
a222oi	4	40.0
mux2	4	45.0
nand2	4	15.0
o21ai	4	20.0
and3	3	18.8
nor4	3	25.0
o211ai	3	22.5
buf	2	18.8
routing by layer:
| layer | GRT usage (%) | vias to the layer above |
|---|---|---|
| met3 | 1.50 | 2 |
| met2 | 5.17 | 49 |
| met5 | 0 | - |
| met1 | 5.23 | 472 |
| li1 | - | 531 |
| met4 | 0.165 | 0 |
sequential cells by signal, indices dropped and copies added, names as in the netlist:
register / flops
count: 13
choose: 2
clk_low: 1
where the power goes:
group	switching [mW]	internal, mW	leakage (nW)
Sequential	0.00524	0.190	0.130
Clock	0.0612	0.0886	0.0216
Combinational	0.0296	0.0473	0.497
Total	0.0961	0.326	0.649
cell families after synthesis:
family                     share of synthesized area [%]
AOI/OAI and AO/OA                                   8.26
xor gates and xnor gates                            11.6
adders and majority gates                           8.03
buffers and inverters                               6.73
DFF                                                 30.2
muxes                                               8.97
other                                              0.354
and+or+nand+nor                                     25.9
worst reg2reg max path: cells and delay by family (launching register included):
kind,cells,cell delay (ns)
and+or+nand+nor,4,1.30
DFF,1,0.34
final timing paths:
| path | cells after the start | end | from | slack (ns) |
|---|---|---|---|---|
| min reg2reg | 1 | count[0] | count[0] | 0.50 |
| max | 7 | seg[5] | data_in[4] | 0.002 |
| max reg2reg | 4 | count[5] | count[6] | 1.25 |
| min | 1 | count[0] | count[0] | 0.50 |
metrics by stage:
stage / utilization [%] / hold slack (ns)
6_report: 17.6 / 0.499
5_1_grt: 17.6 / 0.559
4_1_cts: 17.3 / 0.510
3_5_place_dp: 16.2 / 0.496
3_3_place_gp: 16.2 / 0.494
2_1_floorplan: - / 0.461
Power is estimated from default activity; no workload was simulated.
