### flow/run.sh
#!/bin/bash
# OpenROAD 26Q1-2900-gdf79404cd8, Yosys 0.63+post, stock flow scripts
make -C /OpenROAD-flow-scripts/flow DESIGN_CONFIG=/design/flow/config.mk WORK_HOME=/design/flow/orfs finish
### flow/config.mk
export PLATFORM = sky130hd
export DESIGN_NAME = debounce
export DESIGN_NICKNAME = debounce
export VERILOG_FILES = /design/flow/design.v
export SDC_FILE = /design/flow/constraint.sdc
export NUM_CORES = 4
export LEC_CHECK = 1
export CORE_AREA = 10 10 83 83
export DIE_AREA = 0 0 93 93
### flow/constraint.sdc
current_design debounce

set clk_period 2.0
set clk_io_pct 0.2

create_clock -name clk0 -period $clk_period [get_ports {clk}]

set non_clock_inputs [all_inputs -no_clocks]
set_input_delay [expr $clk_period * $clk_io_pct] -clock clk0 $non_clock_inputs
set_output_delay [expr $clk_period * $clk_io_pct] -clock clk0 [all_outputs]
### flow/design.v
`timescale 1ns / 1ps
module debounce(
		input clk,			 
		input rst,
		input btn_in,
		output reg btn_out
    );
	 reg [19:0] count;
	 always@(posedge clk)
	 begin
		if(rst)
		begin
			count <= 0;
			btn_out <= 0;
		end
		else
		begin
			if(btn_in == 1)
			begin
				count <= count + 1'b1;
				if(count == 20'd1000000)
				begin
					btn_out <= 1'b1;
					count <= 0;
				end
				else
					btn_out <= 1'b0;
			end
		end
	 end
endmodule
==> flow_summary.ini <==
; physical design summary
[final_layout]
final_cell_area_mm2 = 0.00126
area_growth_pct = 26.4
drive_gt1_share_pct = 16.8
fillers = 572

[synthesis]
edf_count = 0
ys_types = 27
async_flop_share_pct = 0
syn_inst = 116
flop_cell = dfxtp_1
ys_seq_share_pct = 42.3
yosys_cells = 116
synth_flops = 21
synth_chip_area_um2 = 995
yosysWarnings = 1
syn_area_per_cell_um2 = 8.58
syn-cell-area_um2 = 995

[placed_design]
hpwl_um = 1400
postPlaceCellArea_mm2 = 0.00120
portBuffers = 3
place_congestion = 0.785

[floorplan]
fp.dieH_um = 93
ios = 4
die_x_um = 93
num_rows = 26
chip_area_mm2 = 0.00865
floorplanUtilization_pct = 19.4
core_area_mm2 = 0.00514

[cts]
cts_tree = done
cts_max_path_buffers = 2
cts_buffers = 3
clk_latency_ps = 260
path_clk_slew_ps = 80
htreeDepth = 1
clock-sinks = 21
cts_root_buffer = clkbuf_8

[setup_path]
crit_arrival_ps = 2070
r2r_slack_ps = 130
timing.rr.start = count[0]$_SDFFE_PP0P_
r2r-end = count[14]$_SDFFE_PP0P_
r2r_cells = 6
endpoint_kind = flop
startpoint = count[0]$_SDFFE_PP0P_
worstSetupStartpointType = flop
required_ps = 2200
critPathMaxFanout = 4
path_class = flop to flop

[final_timing]
setup_violations = 0
relSlewSlack_pct = 79.5
rsz0062_at_grt = no
worst_pin_slew_ps = 305
drv_slew = 0
fin_crit_sh_pct = 93.6
finalHoldViolCount = 0
max_freq_ghz = 0.534
finalHoldWorstSlack_ps = 483
fin_worst_skew_ps = 6.60
min_period_ps = 1870

[drt]
drc = 0
detail-route-antenna-nets = 0
vias = 802
viasPerCell = 3.99
firstDrtPassIters = 4
wl_um = 1870
wl_per_cell_um = 9.29
drt_iter0_markers = 27
n_antenna_cell = 0

[min_path]
holdPathEnd = btn_out$_SDFFE_PP0P_
min_path_cells = 2
hold_path.startpoint = btn_out$_SDFFE_PP0P_
hold_class = flop to flop

[global_routing]
grtUsageMet3_pct = 1.29
grt_pass1_vias = 772
grt_use_met1_pct = 6.67
grt-ovfl-total = 0
grtUsageMet2_pct = 6.83
grt_start_max_net_pins = 16
busiest_layer = met2
grt_use_total_pct = 4.56
grt_pass1_wl_um = 3350
antenna_found_initial = 0

[pwr]
power.density_mw_per_mm2 = 594
ir_drop_mv = 0.440
p_leak_nw = 0.435

[run]
warning_count = 26
maxCapViolCount = 0

[outcome]
status = finished clean
==> critical path, cell delays in order, from the launching register on <==
cell     delay (ps)
dfxtp_1         330
ha_1            220
nand3_1         110
or4_4           520
buf_4           160
or3_1           330
a21oi_1         140
==> synth_stat cells, types with 2 or more instances <==
library cell,instances,area share [%]
a21oi_1,8,4.0
buf_2,2,1.0
clkbuf_1,3,1.1
dfxtp_1,21,42
ha_1,2,2.5
inv_1,4,1.5
nand2_1,9,3.4
nand3_1,5,2.5
nand4_1,3,1.9
nor2_1,17,6.4
nor3_1,4,2.0
o21ai_0,4,2.0
o31ai_1,3,2.3
or3_1,4,2.5
or4_1,5,3.8
xnor2_1,8,7.0
xor2_1,4,3.5
==> cells by family (layout without fill, tap and decap cells) <==
| kind of cell | Yosys count | in the layout | synth area share, % |
|---|---|---|---|
| and+or+nand+nor | 55 | 55 | 30.8 |
| DFF | 21 | 21 | 42.3 |
| AOI/OAI and AO/OA | 16 | 16 | 9.18 |
| xor gates and xnor gates | 12 | 12 | 10.6 |
| buffers and inverters | 9 | 24 | 3.65 |
| adders and majority gates | 2 | 2 | 2.52 |
| muxes | 1 | 1 | 1.01 |
==> layer usage <==
layer  wire, um  part of all wire, %
met5          0                    0
met4          0                    0
met3         70                  3.7
met2        778                   42
met1       1020                   55
==> metrics by stage <==
stage	setup TNS [ps]	setup slack (ps)	instances	util, %	total power [mW]
floorplan	0	21.4	116	-	0.457
global placement	-1840	-312	197	23.4	0.481
detailed placement	-2010	-355	197	23.4	0.481
CTS	0	23.9	201	24.4	0.757
global route	0	9.62	201	24.5	0.776
finish	0	129	201	24.5	0.747
==> timing repair <==
action / in CTS / in global routing
hold endpoints to repair: 0 / 0
endpoints found under the setup margin: 4 / 2
pin swaps: 1 / 0
setup buffers: 0 / 0
hold buffers: 0 / 0
gates resized: 2 / 1
==> cell type report <==
class / count / area (um2) / area share (%)
Inverter: 4 / 15.0 / 1.19
Multi-Input combinational cell: 86 / 546 / 43.4
Timing Repair Buffer: 16 / 143 / 11.3
Sequential cell: 21 / 420 / 33.4
Clock inverter: 1 / 5.00 / 0.398
Clock buffer: 3 / 41.3 / 3.28
Tap cell: 70 / 87.6 / 6.97
==> layout by cell type, fill, tap and decap left out, drive strengths merged, types with 5 or more instances in the layout <==
cell	synthesis	final
a21oi	8	8
buf	2	13
dfxtp	21	21
nand2	9	9
nand3	5	5
nand4	5	5
nor2	17	17
or4	5	5
xnor2	8	8
==> worst max path at each step <==
stage	endpoint	slack (ps)	cells after the start
finish	count[14]$_SDFFE_PP0P_	130	6
CTS	count[14]$_SDFFE_PP0P_	20	6
global route	count[14]$_SDFFE_PP0P_	10	6
==> where the power goes <==
part	internal, mW	total (mW)	leakage [nW]	switching, mW
clock	0.139	0.277	0.0255	0.138
combinational	0.0242	0.0456	0.240	0.0214
sequential	0.422	0.425	0.169	0.00274
==> flip-flops by register name (all words and copies together), names as in the netlist <==
register	count
count	20
btn_out	1
No activity file was given, so power comes from the tool's default toggle rates.
