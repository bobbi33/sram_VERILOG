### flow/design.v
`timescale 1ns / 1ps
module sram_control(
			input [3:0] data_in,
			input [3:0] address_in,
			input write,
			input read,
			inout [3:0] sram_data,
			input clk,				 
			input rst,
			output [3:0] data_out,
			output [3:0] address_out,
			output ce,
			output reg we,
			output oe,
			output sram_clk,
			output adv,
			output cre,
			output lb,
			output ub,
			output [1:0] state
			);
		parameter [1:0] s0 = 2'b0, s1 = 2'b01, s2 = 2'b10;
		reg [1:0] current_state, next_state;
		reg [3:0] address = 0;
		reg [3:0] data [0:3];
		assign sram_clk = 1'b0;
		assign adv = 1'b0;
		assign ce = 1'b0;
		assign oe = 1'b0;
		assign cre = 1'b0;
		assign lb = 1'b0;
		assign ub = 1'b0;
		assign address_out = address;
		assign data_out = data[address];
		assign state = current_state;
		assign sram_data = (we == 1'b0) ? data[address] : 4'bz;
		always@(posedge clk)
		begin			
			if(rst)
				current_state <= s0;
			else
				current_state <= next_state;
		end
		always@(current_state,write,read)
		begin
			case(current_state)
				s0 : begin
					we = 1'b0;
					if(write == 1)
						next_state = s1;
					else if(read == 1)
						next_state = s2;
					else
						next_state = s0;
					  end
				s1 : begin
					we = 1'b0;
					next_state = s0;
					  end
				s2 : begin
					we = 1'b1;
					next_state = s0;
					  end
				default : begin next_state = s0; we = 1'b0; end
			endcase
		end
		always@(posedge clk)
		begin
			if(current_state == s1)
				address <= address + 1'b1;
			else if(current_state == s2)
				address <= address_in;
			else
				address <= address;
		end
		always@(posedge clk)
		begin
			if(current_state == s1)
				data[address] <= data_in;
			else if(current_state == s2)
				data[address] <= sram_data;
			else
				data[address] <= data[address];		
		end
endmodule
### flow/run.sh
#!/bin/bash
# OpenROAD 26Q1-2900-gdf79404cd8, Yosys 0.63+post, stock flow scripts
make -C /OpenROAD-flow-scripts/flow DESIGN_CONFIG=/design/flow/config.mk WORK_HOME=/design/flow/orfs finish
### flow/config.mk
export PLATFORM = sky130hd
export DESIGN_NAME = sram_control
export DESIGN_NICKNAME = sram_control
export VERILOG_FILES = /design/flow/design.v
export SDC_FILE = /design/flow/constraint.sdc
export NUM_CORES = 4
export LEC_CHECK = 1
export CORE_AREA = 10 10 84 84
export DIE_AREA = 0 0 94 94
### flow/constraint.sdc
current_design sram_control

set clk_period 3.3
set clk_io_pct 0.2

create_clock -name clk0 -period $clk_period [get_ports {clk}]

set non_clock_inputs [all_inputs -no_clocks]
set_input_delay [expr $clk_period * $clk_io_pct] -clock clk0 $non_clock_inputs
set_output_delay [expr $clk_period * $clk_io_pct] -clock clk0 [all_outputs]
==> impl_metrics.json <==
{
  "run_status": "did not finish",
  "failing_step": "clock tree synthesis",
  "first-error": "[error] [KeplerFormal.cpp:679] Workflow failed: Iso has multiple drivers: .sram_data0, _41_.X0",
  "synth.yosys.chip_area_um2": 1080,
  "die_h_um": 94,
  "cts_max_path_buffers": 2,
  "ys_cells": 68,
  "ctsResizeCount": 0,
  "gpl.final_weighted_congestion": 0.756,
  "cts_hold_buf": 0,
  "number_of_port_buffers": 22,
  "synth.yosys.warnings": 2,
  "clock_sink_count": 22,
  "cts_made_buffers": 3,
  "h-tree-depth": 1,
  "rows": 26,
  "cts_root_buffer": "sky130_fd_sc_hd__clkbuf_8",
  "synth.cell_area_um2": 1080,
  "initCoreUtil_pct": 20.8,
  "syn_inst": 68,
  "dp_hpwl_mm": 1.61,
  "horizontal_die_size_um": 94,
  "ff_latch_count_synth": 22,
  "synth_cell_types": 19,
  "synth_seq_share_pct": 59.1,
  "post_cts.repair.setup_buffers": 0,
  "syn-mean-instance-area_um2": 15.9,
  "io_pins": 34
}
==> cells in the mapped netlist <==
cell / number / area [µm²]
sky130_fd_sc_hd__conb_1: 1 / 3.75
sky130_fd_sc_hd__nand2b_1: 1 / 6.26
sky130_fd_sc_hd__nor2_1: 2 / 7.51
sky130_fd_sc_hd__nand3_1: 1 / 5.00
sky130_fd_sc_hd__xnor2_1: 1 / 8.76
sky130_fd_sc_hd__inv_1: 4 / 15.0
sky130_fd_sc_hd__and3b_1: 1 / 8.76
sky130_fd_sc_hd__mux2_2: 5 / 56.3
sky130_fd_sc_hd__clkbuf_1: 1 / 3.75
sky130_fd_sc_hd__dfxtp_1: 2 / 40.0
sky130_fd_sc_hd__a21oi_1: 2 / 10.0
sky130_fd_sc_hd__edfxtp_1: 20 / 601
sky130_fd_sc_hd__mux4_2: 4 / 90.1
sky130_fd_sc_hd__buf_4: 11 / 82.6
sky130_fd_sc_hd__buf_6: 1 / 11.3
sky130_fd_sc_hd__nor4bb_1: 1 / 10.0
sky130_fd_sc_hd__ha_1: 8 / 100
sky130_fd_sc_hd__mux2_4: 1 / 15.0
sky130_fd_sc_hd__xor2_1: 1 / 8.76
==> cell families after synthesis <==
logic type               share of synthesized area [%]
AND-OR/OR-AND                                    0.924
multiplexers                                      14.9
buffers and inverters                             10.4
adder cells (fa/ha/maj)                           9.24
AND/OR/NAND/NOR                                   3.46
flip-flops                                        59.1
XOR/XNOR                                          1.62
other                                            0.346
==> per-stage QoR <==
step	cells	util, %	cell area [µm²]	setup WS [ps]
3_3_place_gp	153	25.3	1320	993
3_5_place_dp	153	25.3	1320	977
2_1_floorplan	74	-	1110	1510
